[run.sh]
#!/bin/bash
# OpenROAD 26Q1-2900-gdf79404cd8, Yosys 0.63+post, stock flow scripts
make -C /OpenROAD-flow-scripts/flow DESIGN_CONFIG=/design/flow/config.mk WORK_HOME=/design/flow/orfs finish
[config.mk]
export PLATFORM = sky130hd
export DESIGN_NAME = fifo
export DESIGN_NICKNAME = fifo
export VERILOG_FILES = /design/flow/design.v
export SDC_FILE = /design/flow/constraint.sdc
export NUM_CORES = 4
export LEC_CHECK = 1
export CORE_UTILIZATION = 40
export SYNTH_MEMORY_MAX_BITS = 65536
[constraint.sdc]
current_design fifo

set clk_period 77.7
set clk_io_pct 0.2

create_clock -name clk0 -period $clk_period [get_ports {clk}]

set non_clock_inputs [all_inputs -no_clocks]
set_input_delay [expr $clk_period * $clk_io_pct] -clock clk0 $non_clock_inputs
set_output_delay [expr $clk_period * $clk_io_pct] -clock clk0 [all_outputs]
[design.v]
module fifo #(
    parameter DATA_WIDTH = 18,      
    parameter ADDR_WIDTH = 8          
)(
    input  wire                   clk,
    input  wire                   rst,       
    input  wire [DATA_WIDTH-1:0]  din,
    input  wire                   wr_en,
    input  wire                   rd_en,
    output reg  [DATA_WIDTH-1:0]  dout,
    output wire                   full,
    output wire                   empty,
    output reg                    valid,
    output reg                    overflow    
);
    localparam DEPTH = 1 << ADDR_WIDTH;
    reg [DATA_WIDTH-1:0] mem [0:DEPTH-1];
    reg [ADDR_WIDTH-1:0] wr_ptr = 0;
    reg [ADDR_WIDTH-1:0] rd_ptr = 0;
    reg [ADDR_WIDTH:0]   count = 0;   
    assign empty = (count == 0);
    assign full  = (count == DEPTH);
    always @(posedge clk) begin
        if (rst) begin
            wr_ptr   <= 0;
            rd_ptr   <= 0;
            count    <= 0;
            overflow <= 0;
            dout     <= 0;
        end else begin
            if (wr_en) begin
                if (!full) begin
                    mem[wr_ptr] <= din;
                    wr_ptr      <= wr_ptr + 1;
                end else begin
                    overflow <= 1'b1;  
                end
            end
            if (rd_en && !empty) begin
                dout   <= mem[rd_ptr];
                rd_ptr <= rd_ptr + 1;
            end
            case ({wr_en && !full, rd_en && !empty})
                2'b10: count <= count + 1;  
                2'b01: count <= count - 1;  
                default: count <= count;    
            endcase
        end
    end
endmodule
==> notes.md <==
Status on the layout run. Total of buffers placed on input and output ports landed at 42. The critical path is of the in -> reg type. Initial detailed-routing violation count landed at 6566. The chip occupies 452500 um^2.

Share of flip-flops with an asynchronous set or reset landed at 0%. Count of flip-flops with a built-in enable after synthesis landed at 4608. Total of max-cap violations landed at 0. Iteration tally of the first detailed-router pass landed at 8. Entering global routing, the biggest net connects 97 pins. The run finished with clean final reports. Final-layout setup total negative slack landed at 0 ps. The timing report gives the clock slew at the launch and capture registers of the worst setup and hold paths as 60 ps. DRC violation count after routing landed at 0. Number of global-route vias before repair landed at 96950. Per the final layout report, the fraction of cells sized above drive strength 1 comes to 26.58%. Yosys reports a chip area of 179900 um^2. The analysis reports a worst IR drop on VDD of 0.01890 mV. Highest attainable clock frequency landed at 0.05292 GHz. STA lists the maximum fanout along the critical path as 9. Register bit count reported by yosys landed at 4652. For this block, the routed nets add up to 541.9 mm of wire. TritonCTS buffer count landed at 453. Number of logged tool warnings landed at 29. The die is 672.7 um wide. Hold timing on the final database bottoms out at a slack of 460.5 ps. At the worst endpoint, the required time is 78650 ps. Cell count listed in synth_stat.txt landed at 8473. Yosys warning tally landed at 2. Per the final report, max-transition violations number 0. Number of buffers added to fix hold violations after cts landed at 0.

In this run the worst hold path is classified as reg -> reg. The area growth from synthesis to layout is 13.89%. Before any placement, the netlist area is recorded as 179900 um^2.

The worst setup path is captured at a flop. Sink count of the clock tree landed at 4652. Detailed routing inserted a total of 89910 vias. In this run, distinct cell masters in the synthesized netlist total 79. Height of the die landed at 672.7 um. The final timing report lists clock skew as 76.90 ps. Using the TritonRoute via totals, the vias-per-cell ratio works out to 5.835. TritonCTS built the clock tree. Per-instance average area after synthesis landed at 21.23 um^2. Detailed placement HPWL landed at 342.9 mm. Worst endpoint data arrival time landed at 19850 ps. Per the summary, power density relative to cell area is 28.94 nW/um^2. Number of routed nets with antenna violations landed at 0. The worst path needs 18900 ps of the cycle, external delays included. Final estimated routing congestion in global placement landed at 1.054.

Final tally of hold violations landed at 0. At the later pin of the worst-skew pair, clock insertion delay measures 1030 ps. Post-route clock period utilization landed at 24.32%. Overall routing resource usage landed at 26.54%. For the pin with the worst max-slew slack, the measured transition is 1247 ps.

CTS reports a maximum clock tree buffer depth of 4. The first global-routing pass estimated 753.4 mm of wire. The initial antenna violation count came to 24. Looking at the clock tree report, the root buffer type is sky130_fd_sc_hd__clkbuf_16.

Register area share after synthesis landed at 77.40%. Static power due to leakage landed at 62.47 nW. STA classifies the critical path startpoint as an input pin. Core utilization before placement landed at 40.28%.

Measured against its own limit, the worst slew margin works out to 15.97%. Count of buffers added by post-CTS timing repair for setup landed at 0. Setup repair after global routing left no endpoint under its margin.

Maximum level of the CTS H-tree landed at 5. Remaining global-route overflow landed at 0. Setup violations remaining at the end of the flow were counted as 0. After technology mapping, the gate count stands at 8473. The report lists the number of standard-cell rows as 245. The commonest register cell is sky130_fd_sc_hd__edfxtp_1. According to the floorplan report, the placeable core area is 446600 um^2. I/O pin count landed at 44.

In this run, post-CTS repair resized a total of 0 instances. The script logs the mean routed wire length per placed instance as 35.16 um.
==> cell usage in the layout (no fill, tap or decap), types with 9 or more instances in the layout <==
cell	instances
sky130_fd_sc_hd__a211oi_1	17
sky130_fd_sc_hd__a21o_1	17
sky130_fd_sc_hd__dfxtp_1	37
sky130_fd_sc_hd__inv_1	9
sky130_fd_sc_hd__and2_1	15
sky130_fd_sc_hd__o211ai_1	20
sky130_fd_sc_hd__clkbuf_8	14
sky130_fd_sc_hd__nor2_1	140
sky130_fd_sc_hd__nand3_1	62
sky130_fd_sc_hd__o221ai_1	249
sky130_fd_sc_hd__a221oi_1	20
sky130_fd_sc_hd__buf_4	589
sky130_fd_sc_hd__a21oi_1	185
sky130_fd_sc_hd__o21ai_0	102
sky130_fd_sc_hd__clkinv_2	97
sky130_fd_sc_hd__clkbuf_16	459
sky130_fd_sc_hd__clkinvlp_4	15
sky130_fd_sc_hd__mux4_2	925
sky130_fd_sc_hd__nand4_1	11
sky130_fd_sc_hd__o22ai_1	154
sky130_fd_sc_hd__a31oi_1	25
sky130_fd_sc_hd__mux2_2	21
sky130_fd_sc_hd__clkdlybuf4s50_1	24
sky130_fd_sc_hd__mux2i_1	644
sky130_fd_sc_hd__nor2_2	260
sky130_fd_sc_hd__nor3_1	54
sky130_fd_sc_hd__xnor2_1	14
sky130_fd_sc_hd__ha_1	13
sky130_fd_sc_hd__clkinv_1	109
sky130_fd_sc_hd__clkbuf_1	91
sky130_fd_sc_hd__buf_12	14
sky130_fd_sc_hd__diode_2	21
sky130_fd_sc_hd__nor4_1	12
sky130_fd_sc_hd__edfxtp_1	4608
sky130_fd_sc_hd__a22oi_1	19
sky130_fd_sc_hd__bufinv_16	38
sky130_fd_sc_hd__nand2_2	12
sky130_fd_sc_hd__nand2_1	147
==> final cells by class <==
type                       count  area, um^2
fill                       35940      241700
sequential                  4652      139300
multi-input combinational   3308       38330
clock buffer                 553       11870
tap                         5928        7417
timing repair buffer         645        5199
clock inverter               289        2683
inverter                      14       72.57
antenna                       21       52.55
==> logic make-up (layout without fill, tap and decap cells) <==
family                   after synthesis  count (layout)  synth area share (%)
other                                  1              22              0.002084
AND-OR/OR-AND                        920             920                 3.580
flip-flops                          4652            4652                 77.40
XOR/XNOR                              20              20               0.09736
multiplexers                        1590            1590                 15.29
adder cells (fa/ha/maj)               14              14                0.1015
AND/OR/NAND/NOR                      763             763                 1.810
buffers and inverters                513            1501                 1.715
==> per-stage QoR <==
stage	cells	power [mW]	worst slack (ps)	util, %	area [um^2]
after CTS	15390	5.949	58820	45.87	204900
final	15410	5.929	58800	45.88	204900
after floorplan	8473	3.461	59350	-	179900
after global placement	14550	3.812	57660	42.61	190300
after global routing	15400	6.101	58670	45.87	204900
after detailed placement	14550	3.815	57840	42.61	190300
==> power by group <==
part	switching (mW)	leakage (nW)	total, mW	internal, mW
logic	0.595	13.6	0.991	0.396
registers	0.0164	41.8	2.78	2.77
clock network	0.943	7.11	2.16	1.21
==> flip-flops by register name, indices dropped and copies added, names as in the netlist <==
| register | count |
|---|---|
| count | 9 |
| dout | 18 |
| mem | 4608 |
| overflow | 1 |
| rd_ptr | 8 |
| wr_ptr | 8 |
==> worst paths after layout <==
path / endpoint / from / slack (ps) / depth (start not counted)
setup / recovery: count[8] / wr_en / 58800 / 12
hold / removal: dout[13] / dout[13] / 460 / 2
setup reg to reg: dout[2] / rd_ptr[0] / 70500 / 12
hold reg to reg: dout[13] / dout[13] / 460 / 2
==> routing by layer <==
metal	vias to the layer above	global-route usage (%)	part of all wire, %
met4	55	10.09	5.2
li1	36980	-	-
met2	6531	36.16	44
met5	-	3.529	0.36
met3	1043	25.06	21
met1	45300	28.35	29
==> worst max-delay path, cell delays in order <==
cell and delay, ps:
sky130_fd_sc_hd__clkdlybuf4s50_1 670, sky130_fd_sc_hd__o31a_1 370, sky130_fd_sc_hd__inv_1 170, sky130_fd_sc_hd__ha_1 400, sky130_fd_sc_hd__fa_1 490, sky130_fd_sc_hd__a21o_1 220
sky130_fd_sc_hd__a21oi_1 250, sky130_fd_sc_hd__o21bai_1 130, sky130_fd_sc_hd__a2111oi_0 770, sky130_fd_sc_hd__nor4_1 150, sky130_fd_sc_hd__or4_1 500, sky130_fd_sc_hd__a21oi_1 160
==> synthesized netlist by cell type (all sizes together), types with 16 or more instances <==
cell	count	share of area, %
and2	16	0.056
mux2	21	0.13
o221ai	249	1.2
o21ai	109	0.30
mux4	925	12
clkbuf	208	0.43
nand2	160	0.33
a221oi	20	0.097
nand3	66	0.18
nor3	54	0.15
dfxtp	44	0.49
buf	291	1.3
a31oi	25	0.087
a22oi	19	0.079
o22ai	154	0.54
a211oi	17	0.071
o211ai	20	0.083
mux2i	644	3.6
a21oi	185	0.51
edfxtp	4608	77
a21o	17	0.071
nor2	401	0.84
Power and IR drop assume default switching activity.
